### ./run.sh
#!/bin/bash
# OpenROAD 26Q1-2900-gdf79404cd8, Yosys 0.63+post, stock flow scripts
make -C /OpenROAD-flow-scripts/flow DESIGN_CONFIG=/design/flow/config.mk WORK_HOME=/design/flow/orfs finish
### ./config.mk
export PLATFORM = sky130hd
export DESIGN_NAME = geofence
export DESIGN_NICKNAME = geofence
export VERILOG_FILES = /design/flow/design.v
export SDC_FILE = /design/flow/constraint.sdc
export NUM_CORES = 4
export LEC_CHECK = 1
export CORE_UTILIZATION = 40
### ./constraint.sdc
current_design geofence

set clk_period 33.0
set clk_io_pct 0.2

create_clock -name clk0 -period $clk_period [get_ports {clk}]

set non_clock_inputs [all_inputs -no_clocks]
set_input_delay [expr $clk_period * $clk_io_pct] -clock clk0 $non_clock_inputs
set_output_delay [expr $clk_period * $clk_io_pct] -clock clk0 [all_outputs]
### ./design.v
module geofence ( clk,reset,X,Y,valid,is_inside);
    input clk;
    input reset;
    input [9:0] X;
    input [9:0] Y;
    output valid;
    output reg is_inside;
    reg [2:0] cs, ns;
    reg [2:0] RD_cnt, VEC_cnt, OP_cnt, SORT_cnt;
    reg signed [10:0] X_input [6:0];
    reg signed [10:0] Y_input [6:0];
    reg signed [11:0] X_vector [5:0];
    reg signed [11:0] Y_vector [5:0];
    reg signed [11:0] a1, a2, b1, b2, c1, c2, d1, d2;
    reg signed [23:0] OP1, OP2;
    reg signed [23:0] In_OuterProduct [5:0];
    integer i;
    parameter IDLE = 0;
    parameter RD = 1;
    parameter VECTOR = 2;
    parameter SORT = 3;
    parameter IN_VEC = 4;
    parameter IN_OP = 5;
    parameter OUTPUT = 6;
    always@(posedge clk or posedge reset) begin
        if (reset) begin
            cs <= RD;
        end
        else begin
            cs <= ns;
        end
    end
    always @(*) begin
        case (cs)
            IDLE : ns = RD;
            RD : ns = (RD_cnt == 3'd6) ? VECTOR : RD;
            VECTOR : ns = (VEC_cnt == 3'd4) ? SORT : VECTOR;
            SORT : ns = (SORT_cnt == 3'd4) ? IN_VEC : SORT;
            IN_VEC : ns = (VEC_cnt == 3'd5) ? IN_OP : IN_VEC;
            IN_OP : ns = (OP_cnt == 3'd5) ? OUTPUT : IN_OP;
            OUTPUT : ns = RD;
            default : ns = cs;
        endcase
    end
    always@(posedge clk or posedge reset) begin  
        if (reset) begin
            RD_cnt <= 0;
        end
        else begin
            RD_cnt <= (cs == RD) ? (RD_cnt + 1) : 0;
        end
    end
    always@(posedge clk or posedge reset) begin  
        if (reset) begin
            for(i = 0; i < 7; i = i+1) begin
                X_input[i] <= 0;
                Y_input[i] <= 0;
            end
        end
        else begin
            case (cs)
                RD : begin
                    X_input[RD_cnt] <= {$signed(1'd0), $signed(X)};
                    Y_input[RD_cnt] <= {$signed(1'd0), $signed(Y)};
                end
                SORT : begin
                    case (SORT_cnt)
                        3'd0, 3'd2, 3'd4 : begin
                            if (OP1[23] == 0) begin
                                X_input[2] <= X_input[3];
                                X_input[3] <= X_input[2];
                                Y_input[2] <= Y_input[3];
                                Y_input[3] <= Y_input[2];
                            end
                            if (OP2[23] == 0) begin
                                X_input[4] <= X_input[5];
                                X_input[5] <= X_input[4];
                                Y_input[4] <= Y_input[5];
                                Y_input[5] <= Y_input[4];
                            end
                        end
                        3'd1, 3'd3 : begin
                            if (OP1[23] == 0) begin
                                X_input[3] <= X_input[4];
                                X_input[4] <= X_input[3];
                                Y_input[3] <= Y_input[4];
                                Y_input[4] <= Y_input[3];
                            end
                            if (OP2[23] == 0) begin
                                X_input[5] <= X_input[6];
                                X_input[6] <= X_input[5];
                                Y_input[5] <= Y_input[6];
                                Y_input[6] <= Y_input[5];
                            end
                        end
                    endcase
                end
            endcase
        end
    end
    always @(posedge clk or posedge reset) begin
        if (reset) begin
            for (i = 0; i < 6; i = i+1) begin
                X_vector[i] <= 0; Y_vector[i] <= 0;
            end
        end
        else begin
            case (cs)
                VECTOR : begin
                    X_vector[VEC_cnt] <= X_input[VEC_cnt+2] - X_input[1]; Y_vector[VEC_cnt] <= Y_input[VEC_cnt+2] - Y_input[1];
                end
                SORT : begin
                    case (SORT_cnt)
                        3'd0, 3'd2, 3'd4 : begin
                            if (OP1[23] == 0) begin
                                X_vector[0] <= X_vector[1];
                                X_vector[1] <= X_vector[0];
                                Y_vector[0] <= Y_vector[1];
                                Y_vector[1] <= Y_vector[0];
                            end
                            if (OP2[23] == 0) begin
                                X_vector[2] <= X_vector[3];
                                X_vector[3] <= X_vector[2];
                                Y_vector[2] <= Y_vector[3];
                                Y_vector[3] <= Y_vector[2];
                            end
                        end
                        3'd1, 3'd3 : begin
                            if (OP1[23] == 0) begin
                                X_vector[1] <= X_vector[2];
                                X_vector[2] <= X_vector[1];
                                Y_vector[1] <= Y_vector[2];
                                Y_vector[2] <= Y_vector[1];
                            end
                            if (OP2[23] == 0) begin
                                X_vector[3] <= X_vector[4];
                                X_vector[4] <= X_vector[3];
                                Y_vector[3] <= Y_vector[4];
                                Y_vector[4] <= Y_vector[3];
                            end
                        end
                    endcase
                end
                IN_VEC : begin
                    X_vector[VEC_cnt] <= X_input[VEC_cnt+1] - X_input[0]; Y_vector[VEC_cnt] <= Y_input[VEC_cnt+1] - Y_input[0];
                end
            endcase
        end
    end
    always @(posedge clk or posedge reset) begin
        if (reset) begin
            VEC_cnt <= 0;
        end
        else begin
            VEC_cnt <= (cs == VECTOR || cs == IN_VEC) ? (VEC_cnt + 1) : 0;
        end
    end
    always @(*) begin
       OP1 = (a1 * d1) - (b1 * c1); 
       OP2 = (a2 * d2) - (b2 * c2);
    end
    always @(*) begin
        case (cs)
            SORT : begin
                case (SORT_cnt)
                    3'd0, 3'd2, 3'd4 : begin
                        a1 = X_vector[0]; b1 = Y_vector[0]; c1 = X_vector[1]; d1 = Y_vector[1]; a2 = X_vector[2]; b2 = Y_vector[2]; c2 = X_vector[3]; d2 = Y_vector[3];
                    end
                    3'd1, 3'd3 : begin
                        a1 = X_vector[1]; b1 = Y_vector[1]; c1 = X_vector[2]; d1 = Y_vector[2]; a2 = X_vector[3]; b2 = Y_vector[3]; c2 = X_vector[4]; d2 = Y_vector[4];
                    end
                    default : begin
                        a1 = 0; b1 = 0; c1 = 0; d1 = 0; a2 = 0; b2 = 0; c2 = 0; d2 = 0;
                    end
                endcase
            end
            IN_OP : begin
                case (OP_cnt)
                    3'd0 : begin
                        a1 = X_vector[0]; b1 = Y_vector[0]; c1 = X_vector[5]; d1 = Y_vector[5];
                        a2 = 0; b2 = 0; c2 = 0; d2 = 0;
                    end
                    3'd1 : begin
                        a1 = X_vector[1]; b1 = Y_vector[1]; c1 = X_vector[0]; d1 = Y_vector[0];
                        a2 = 0; b2 = 0; c2 = 0; d2 = 0;
                    end
                    3'd2 : begin
                        a1 = X_vector[2]; b1 = Y_vector[2]; c1 = X_vector[1]; d1 = Y_vector[1];
                        a2 = 0; b2 = 0; c2 = 0; d2 = 0;
                    end
                    3'd3 : begin
                        a1 = X_vector[3]; b1 = Y_vector[3]; c1 = X_vector[2]; d1 = Y_vector[2];
                        a2 = 0; b2 = 0; c2 = 0; d2 = 0;
                    end
                    3'd4 : begin
                        a1 = X_vector[4]; b1 = Y_vector[4]; c1 = X_vector[3]; d1 = Y_vector[3];
                        a2 = 0; b2 = 0; c2 = 0; d2 = 0;
                    end
                    3'd5 : begin
                        a1 = X_vector[5]; b1 = Y_vector[5]; c1 = X_vector[4]; d1 = Y_vector[4];
                        a2 = 0; b2 = 0; c2 = 0; d2 = 0;
                    end
                    default : begin
                        a1 = 0; b1 = 0; c1 = 0; d1 = 0; a2 = 0; b2 = 0; c2 = 0; d2 = 0;
                    end
                endcase
            end
            default : begin
                a1 = 0; b1 = 0; c1 = 0; d1 = 0; a2 = 0; b2 = 0; c2 = 0; d2 = 0;
            end
        endcase
    end
    always@(posedge clk or posedge reset) begin   
        if (reset) begin
            OP_cnt <= 0;
        end
        else begin
            OP_cnt <= (cs == IN_OP) ? (OP_cnt + 1) : 0;
        end
    end
    always@(posedge clk or posedge reset) begin
        if (reset) begin
            SORT_cnt <= 0;
        end
        else begin
            SORT_cnt <= (cs == SORT) ? (SORT_cnt + 1) : 0;
        end
    end
    always@(posedge clk or posedge reset) begin
        if (reset) begin
            for (i = 0; i < 6; i = i+1) begin
                In_OuterProduct[i] <= 0;
            end
        end
        else begin
            if (cs == IN_OP) begin
                In_OuterProduct[OP_cnt] <= OP1;
            end
        end
    end
    assign valid = (cs == OUTPUT) ? 1'd1 : 1'd0;
    always @(*) begin
        if (In_OuterProduct[0][23] == In_OuterProduct[1][23] &&  In_OuterProduct[1][23] == In_OuterProduct[2][23] && In_OuterProduct[2][23] == In_OuterProduct[3][23] && In_OuterProduct[3][23] == In_OuterProduct[4][23] && In_OuterProduct[4][23] == In_OuterProduct[5][23] ) begin
            is_inside = 1'd1;
        end
        else begin
            is_inside = 1'd0;
        end
    end
endmodule
==> flow_summary.toml <==
# implementation run metrics
[status]
result_of_the_run = "finished clean"

[routing]
n_antenna_cell = 0
drc = 0
ant_nets = 0
detailedRoute.firstPassIterationCount = 12
drt_wl_total_mm = 141
wl_per_cell_um = 22.3
drt_first_iter_violations = 3161
detailroute.via_count = 35700
detail_route.vias_per_cell = 5.66

[timing]
period_used_pct = 33.6
finalSetupTns_ps = 0
grt_setup_unrepaired = "no"
drv_slew = 0
post_layout_minimum_cycle_time_ps = 11070
tightest_slew_ps = 1210
finalSetupViolations = 0
setup_skew_ps = 18.3
timing.max_slew.rel_slack_pct = 18.7
maxClockFrequency_ghz = 0.0903
setup_ws_final_ps = 21930
final_count_of_hold_timing_violations = 0

[synth]
netlist_instances = 4894
dominantRegCellSynth = "sky130_fd_sc_hd__dfrtp_1"
synthXorXnorAreaFrac_pct = 1.28
synth.ff_latch_count = 318
yosys_cells = 4894
enable_flop_cells = 0
async_reset_ff_share_pct = 100
synth.distinct_cells = 87
synth_warnings = 6
post_synth_mux_area_share_pct = 7.17
netlist_logic_family_top = "adder cells"
synth_adder_area_share_pct = 36.1
synthDominantAreaCellType = "sky130_fd_sc_hd__fa_1"
synth.yosys.chip_area_um2 = 44400
synth_sequential_area_ratio_pct = 17.9
synthDominantCellAreaShare_pct = 28.8
ys_top_cells_by_area = "sky130_fd_sc_hd__fa_1 (29%), sky130_fd_sc_hd__dfrtp_1 (18%), sky130_fd_sc_hd__ha_1 (7.2%)"
post_synth_ao_oa_area_fraction_pct = 15.3
syn_area_per_cell_um2 = 9.08
simple_gate_area_share_pct = 12.6
synth_area_um2 = 44400

[global_routing]
met3_usage_in_global_routing_pct = 8.74
globalRouteTotalUtil_pct = 27.0
grt_use_met2_pct = 40.1
global_route.overflow_total = 0
pin_count_of_the_biggest_net_entering_global_routing = 122
grt_pass1_wl_mm = 221
grt.busiest_layer = "met2"
grt.met1_usage_pct = 38.3
antenna_found_initial = 1
first_global_vias = 36700

[cells_and_area]
ff_latch_area_um2 = 7960
syn_to_final_growth_pct = 7.52
stdcell_count = 6309
multi_input_comb_area_um2 = 32200
drive_gt1_share_pct = 11.9
mostFrequentLayoutCell = "sky130_fd_sc_hd__inv_1"
final_core_utilization_pct = 43.6
n_fill_cell = 10500
layout.cells.most_common_list = "sky130_fd_sc_hd__inv_1 (822), sky130_fd_sc_hd__fa_1 (640), sky130_fd_sc_hd__nand2_1 (559)"

[worst_setup_path]
cp-end-kind = "register"
critical-path-top-cell-by-count = "sky130_fd_sc_hd__fa_1"
required_ps = 33450
worst-endpoint-arrival_ps = 11520
path_class = "reg -> reg"
startpoint_type = "register"
cp_max_fo = 22
cp_slowest_cell = "sky130_fd_sc_hd__fa_1"
cpPeakStageDelay_ps = 710

[worst_hold_path]
hold_class = "reg -> reg"

[clock_tree]
clk_latency_ps = 580
clock_path_buffers = 3
cts.reportedPaths.clkPinSlew_ps = 60
ctsHtreeMaxLevel = 2
cts_post_setup_buffers_inserted = 0
number_of_sinks_driven_by_the_clock_tree = 318
cts_hold_buf = 0
cts_inserted_buffers = 39
cts_root_buffer = "sky130_fd_sc_hd__clkbuf_16"
post_cts.resized_instances = 0
cts_tree = "yes"

[pwr]
p_total_mw = 0.928
power.density_cell_area_nw_per_um2 = 19.4
leakagePower_nw = 20.9
vdd_drop_max_uv = 32.9

[die]
io_pins = 24
die_area_um2 = 112000
fp.dieW_um = 335
core_area_um2 = 109000
row_count = 121
fp_util_pct = 40.6
die_h_um = 335

[place]
placement.io_buffers = 23
dp_hpwl_mm = 105
placedCellCount = 6241
routabilityCongestion = 1.03
dp_slack_ps = 22040

[run]
max_cap_violations = 0
warnings = 43
## sequential cells by signal (all words and copies together) (netlist names)
register,flops
In_OuterProduct,6
OP_cnt,3
RD_cnt,3
SORT_cnt,3
VEC_cnt,3
X_input,75
X_vector,72
Y_input,75
Y_vector,72
cs,6
## metal layers
metal  up-vias  wire, um  share of wire [%]
met2      1678     62700                 45
li1      16000         -                  -
met5         -       110              0.078
met3       348     14700                 10
met1     17700     56800                 40
met4         4      6460                4.6
## cell type report
type,instances,area share [%]
clock buffers,58,2.45
well taps,1476,3.87
flip-flops and latches,318,16.7
inverters,827,6.52
clock inverters,10,0.374
multi-input cells,3462,67.5
repair buffers,158,2.63
## path summary, 6_finish.rpt
path                                   from       endpoint  slack [ps]  cells past startpoint
worst max-delay path              OP_cnt[1]  X_input[4][8]       21930                     32
worst min-delay path            SORT_cnt[0]    SORT_cnt[0]         490                      1
worst max register to register    OP_cnt[1]  X_input[4][8]       21930                     32
worst min register to register  SORT_cnt[0]    SORT_cnt[0]         490                      1
max in group asynchronous             reset  X_input[4][7]       25370                      3
min in group asynchronous             reset  Y_input[6][8]        6480                      2
## cells in the mapped netlist, types with 55 or more instances
master and number:
sky130_fd_sc_hd__a21oi_1 149, sky130_fd_sc_hd__a221oi_1 61, sky130_fd_sc_hd__a222oi_1 55, sky130_fd_sc_hd__a22oi_1 126, sky130_fd_sc_hd__a31oi_1 115, sky130_fd_sc_hd__clkbuf_1 224, sky130_fd_sc_hd__dfrtp_1 317, sky130_fd_sc_hd__fa_1 640
sky130_fd_sc_hd__ha_1 257, sky130_fd_sc_hd__inv_1 824, sky130_fd_sc_hd__mux2_2 129, sky130_fd_sc_hd__nand2_1 560, sky130_fd_sc_hd__nor2_1 388, sky130_fd_sc_hd__o21ai_0 155, sky130_fd_sc_hd__or2_2 140
## report_power, final
group          internal, mW  switching, mW
registers             0.394        0.00477
clock network         0.283          0.181
logic                0.0234         0.0415
## cell families after synthesis
| logic type | Yosys count |
|---|---|
| compound gates | 953 |
| buf+inv | 1114 |
| flops | 318 |
| fa+ha+maj | 897 |
| xor+xnor | 64 |
| simple gates | 1275 |
| mux | 273 |
## through the flow
stage / cell area (um^2) / hold slack, ps
after global placement: 46400 / 472
after CTS: 47800 / 489
final: 47800 / 487
after global routing: 47800 / 507
after detailed placement: 46400 / 479
after floorplan: 44400 / 405
## worst max-delay path, delay by kind of cell (launching register included)
family          cells  cell delay [ps]
buf+inv            10             1980
simple gates        9             2990
mux                 1              390
compound gates      3              500
flops               1              460
fa+ha+maj           9             4560
